==> ./design.v <==
`timescale 1ns / 1ps
module Ripple_Carry_Addr_16bit(A, B, cin, S, cout);
    input[15:0] A, B;	 
    input cin;				 
    output[15:0] S;		 
    output cout;			 
    wire temp_cout;		 
    Ripple_Carry_Addr_8bit rca_8bit_1(.A(A[7:0]),.B(B[7:0]),.cin(cin),.S(S[7:0]),.cout(temp_cout));
	 Ripple_Carry_Addr_8bit rca_8bit_2(.A(A[15:8]),.B(B[15:8]),.cin(temp_cout),.S(S[15:8]),.cout(cout));
endmodule
`timescale 1ns / 1ps
module Ripple_Carry_Addr_32bit(A, B, cin, S, cout);
    input[31:0] A, B;	 
    input cin;				 
    output[31:0] S;		 
    output cout;			 
    wire temp_cout;		 
    Ripple_Carry_Addr_16bit rca_16bit_1(.A(A[15:0]),.B(B[15:0]),.cin(cin),.S(S[15:0]),.cout(temp_cout));
	 Ripple_Carry_Addr_16bit rca_16bit_2(.A(A[31:16]),.B(B[31:16]),.cin(temp_cout),.S(S[31:16]),.cout(cout));
endmodule
`timescale 1ns / 1ps
module Ripple_Carry_Addr_64bit(A, B, cin, S, cout);
    input[63:0] A, B;
    input cin;
    output[63:0] S;
    output cout;
    wire temp_cout;
    Ripple_Carry_Addr_32bit rca_32bit_1(.A(A[31:0]),.B(B[31:0]),.cin(cin),.S(S[31:0]),.cout(temp_cout));
	 Ripple_Carry_Addr_32bit rca_32bit_2(.A(A[63:32]),.B(B[63:32]),.cin(temp_cout),.S(S[63:32]),.cout(cout));
endmodule
`timescale 1ns / 1ps
module Ripple_Carry_Addr_8bit(A, B, cin, S, cout);
    input[7:0] A, B;		 
    input cin;				 
    output[7:0] S;		 
    output cout;			 
    wire c1, c2, c3, c4, c5, c6, c7;	 
    full_addr fa0 (.a(A[0]), .b(B[0]), .cin(cin), .cout(c1), .sum(S[0]));
    full_addr fa1 (.a(A[1]), .b(B[1]), .cin(c1), .cout(c2), .sum(S[1]));
    full_addr fa2 (.a(A[2]), .b(B[2]), .cin(c2), .cout(c3), .sum(S[2]));
    full_addr fa3 (.a(A[3]), .b(B[3]), .cin(c3), .cout(c4), .sum(S[3]));
	 full_addr fa4 (.a(A[4]), .b(B[4]), .cin(c4), .cout(c5), .sum(S[4]));
	 full_addr fa5 (.a(A[5]), .b(B[5]), .cin(c5), .cout(c6), .sum(S[5]));
	 full_addr fa6 (.a(A[6]), .b(B[6]), .cin(c6), .cout(c7), .sum(S[6]));
	 full_addr fa7 (.a(A[7]), .b(B[7]), .cin(c7), .cout(cout), .sum(S[7]));
endmodule
`timescale 1ns / 1ps
module full_addr(a, b, cin, cout, sum);
    input  a, b, cin;       
    output cout, sum;       
    wire   w1, w2, w3, w4;  
	 half_addr ha1(.a(a),.b(b),.cout(w1),.sum(w2));
	 half_addr ha2(.a(w2),.b(cin),.cout(w3),.sum(sum));
    or  U1  (cout, w1, w3);
endmodule
`timescale 1ns / 1ps
module half_addr(a,b,cout,sum);
	input a,b;			 
	output cout,sum;	 
	xor U1(sum,a,b);
	and U2(cout,a,b);
endmodule
==> ./run.sh <==
#!/bin/bash
# OpenROAD 26Q1-2900-gdf79404cd8, Yosys 0.63+post, stock flow scripts
make -C /OpenROAD-flow-scripts/flow DESIGN_CONFIG=/design/flow/config.mk WORK_HOME=/design/flow/orfs finish
==> ./config.mk <==
export PLATFORM = sky130hd
export DESIGN_NAME = Ripple_Carry_Addr_64bit
export DESIGN_NICKNAME = Ripple_Carry_Addr_64bit
export VERILOG_FILES = /design/flow/design.v
export SDC_FILE = /design/flow/constraint.sdc
export NUM_CORES = 4
export LEC_CHECK = 1
export CORE_UTILIZATION = 30
==> ./constraint.sdc <==
current_design Ripple_Carry_Addr_64bit

set clk_period 62.5
set clk_io_pct 0.2

create_clock -name clk0 -period $clk_period

set non_clock_inputs [all_inputs -no_clocks]
set_input_delay [expr $clk_period * $clk_io_pct] -clock clk0 $non_clock_inputs
set_output_delay [expr $clk_period * $clk_io_pct] -clock clk0 [all_outputs]
==> impl_metrics.env <==
# implementation run metrics
export IMPL_status="completed"
export IMPL_synthCells=138
export IMPL_min_path_type="in -> out"
export IMPL_hpwlAfterDp_microns=4502
export IMPL_fp_utilization_pct=31.89
export IMPL_cts_hold_buf=0
export IMPL_ioPinCount=194
export IMPL_cts_setup_buffers=0
export IMPL_postRouteAntennaNets=0
export IMPL_antenna_found_initial=0
export IMPL_worstPathArrival_ps=38430
export IMPL_setup_tns_ps=0
export IMPL_grtUsageTotal_pct=16.03
export IMPL_yosysWarnings=0
export IMPL_dpl_cell_area_sq_um=3351
export IMPL_worstSetupPathType="in -> out"
export IMPL_area_leaders="fa_1, buf_4, inv_1"
export IMPL_n_fill_cell=498
export IMPL_top_cell_area_share_pct=71.21
export IMPL_post_drt_wl_per_cell_microns=13.32
export IMPL_drt_iter0_markers=9
export IMPL_lay_top_count="clkdlybuf4s50_1"
export IMPL_cap_violations=0
export IMPL_finalSetupViolations=0
export IMPL_crit_path_top_delay_cell="clkdlybuf4s50_1"
export IMPL_diodes=0
export IMPL_die_h_microns=79.45
export IMPL_tool_warnings=33
export IMPL_met1_usage_pct=20.98
export IMPL_vdd_drop_max_mv=0.005362
export IMPL_grt_max_degree=2
export IMPL_p_leak_uw=0.001279
export IMPL_final_core_util_pct=59.39
export IMPL_crit_top_cell="fa_1"
export IMPL_powerDensity_nw_per_um2=9.831
export IMPL_fmax_mhz=19.64
export IMPL_ff_latch_area_sq_um=0
export IMPL_ys_area_sq_um=1799
export IMPL_drcViolationCount=0
export IMPL_grt_pass1_wl_microns=7238
export IMPL_finalHoldViolations=0
export IMPL_layout_min_cycle_time_ps=50930
export IMPL_lay_top_cells="clkdlybuf4s50_1, fa_1, inv_1"
export IMPL_die_w_microns=79.45
export IMPL_syn_area_sq_um=1799
export IMPL_startpoint_type="input pin"
export IMPL_hold_ws_ps=26040
export IMPL_required_ps=50000
export IMPL_portBuffers=194
export IMPL_flops=0
export IMPL_rows=27
export IMPL_relSlewSlack_pct=93.10
export IMPL_ys_seq_share_pct=0
export IMPL_fin_area_sq_um=3351
export IMPL_cts_resized=0
export IMPL_core_area_sq_um=5642
export IMPL_first_pass_iters=2
export IMPL_rsz0062_at_grt="false"
export IMPL_top_usage_layer="met2"
export IMPL_grt_pass1_vias=1460
export IMPL_crit_start="B[0]"
export IMPL_vias_per_cell=3.979
export IMPL_synth_distinct_cells=3
export IMPL_critical_path_max_fanout=1
export IMPL_drv_slew=0
export IMPL_yosysTopAreaCell="fa_1"
export IMPL_ys_cells=138
export IMPL_grt_remaining_overflow=0
export IMPL_clkbuf_count=0
export IMPL_use_met2_pct=26.75
export IMPL_endpoint_kind="output port"
export IMPL_slowest_delay_ps=460
export IMPL_wirelength_microns=4530
export IMPL_gp_congestion=0.7678
export IMPL_hp_start="cin"
export IMPL_grt_use_met3_pct=7.077
export IMPL_area_growth_pct=86.23
export IMPL_max_slew_worst_pin_slew_ps=103.3
export IMPL_vias=1353
export IMPL_finalCritPeriodShare_pct=81.48
export IMPL_die_area_sq_um=6312
export IMPL_syn_avg_cell_area_sq_um=13.04
export IMPL_drive_above_1_share_pct=0
area by class of cell:
| type | instances | area [sq um] | area share [%] |
|---|---|---|---|
| inverters | 10 | 37.54 | 1.120 |
| well taps | 72 | 90.09 | 2.689 |
| repair buffers | 194 | 1942 | 57.95 |
| multi-input cells | 64 | 1281 | 38.24 |
cell usage after synthesis:
| library cell | count |
|---|---|
| buf_4 | 64 |
| inv_1 | 10 |
| fa_1 | 64 |
metrics by stage:
step	std cells	power, uW	setup WS [ps]
global placement	340	33.47	11530
detailed placement	340	33.73	11520
global route	340	37.35	10650
finish	340	32.94	11570
floorplan	138	16.63	13140
CTS	340	33.83	11470
power breakdown:
part / internal, uW / switching, uW
combinational: 25.0 / 7.98
sequential: 0 / 0
clock: 0 / 0
routing by layer:
metal / vias up / routed length (microns)
met5: - / 0
met4: 0 / 27
met3: 2 / 772
met2: 117 / 2327
met1: 634 / 1403
li1: 600 / -
path summary, 6_finish.rpt:
| path | end | depth (start not counted) | slack, ps |
|---|---|---|---|
| min | S[0] | 5 | 26040 |
| max | S[63] | 70 | 11570 |
cells by family (layout without fill, tap and decap cells):
kind of cell  count (synthesis)  count (layout)  share of synthesized area (%)
buf+inv                      74             204                          28.79
fa+ha+maj                    64              64                          71.21
worst max-delay path: cells and delay by family:
family	cells	cell delay, ps
fa+ha+maj	64	24800
buf+inv	6	1140
Power figures rest on the tool's default switching activity, not on a simulated workload.
