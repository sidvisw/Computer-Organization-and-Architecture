==> design/flow/design.v <==
`timescale 1ns / 1ps
module register_file(
	input [4:0] rs,
	input [4:0] rt,
	input regWrite,
	input [4:0] writeReg,
	input [31:0] writeData,
	input clk,
	input rst,
	output reg [31:0] readData1,
	output reg [31:0] readData2
);
	reg signed [31:0] registerBank [31:0];
	integer i;
	always @(posedge clk or posedge rst) begin
		if (rst) begin
			for (i=0; i < 32; i = i + 1)
				registerBank[i] <= 32'd0;
		end
		else if (regWrite) begin
			registerBank[writeReg] <= writeData;
		end
	end
	always @(*) begin
		readData1 = registerBank[rs];
		readData2 = registerBank[rt];
	end
endmodule
==> design/flow/run.sh <==
#!/bin/bash
# OpenROAD 26Q1-2900-gdf79404cd8, Yosys 0.63+post, stock flow scripts
make -C /OpenROAD-flow-scripts/flow DESIGN_CONFIG=/design/flow/config.mk WORK_HOME=/design/flow/orfs finish
==> design/flow/config.mk <==
export PLATFORM = sky130hd
export DESIGN_NAME = register_file
export DESIGN_NICKNAME = register_file
export VERILOG_FILES = /design/flow/design.v
export SDC_FILE = /design/flow/constraint.sdc
export NUM_CORES = 4
export LEC_CHECK = 1
export CORE_UTILIZATION = 30
==> design/flow/constraint.sdc <==
current_design register_file

set clk_period 12.7
set clk_io_pct 0.2

create_clock -name clk0 -period $clk_period [get_ports {clk}]

set non_clock_inputs [all_inputs -no_clocks]
set_input_delay [expr $clk_period * $clk_io_pct] -clock clk0 $non_clock_inputs
set_output_delay [expr $clk_period * $clk_io_pct] -clock clk0 [all_outputs]
==> out/results.txt <==
Run status: completed
Clock tree buffer depth: 3
Post-synth top flop: sky130_fd_sc_hd__dfrtp_1
Number of nets with antenna violations after routing: 0
CP startpoint kind: input pin
Setup repair after global routing missed its margin: no
Post-synthesis area per instance: 11.68 um^2
Leading registers by flop count: registerBank x1024
Via total after detailed routing: 45580
Global Route Usage Sum: 33.35%
Chip area: 172800 um^2
Relative contribution of the clock network to total power: 36.8%
Ranking of synthesized cells by instance count: sky130_fd_sc_hd__mux2_2 (1031), sky130_fd_sc_hd__dfrtp_1 (1024), sky130_fd_sc_hd__a22oi_1 (756)
Beginning of the critical path: rt[2]
HPWL reported at the end of detailed placement: 172100 um
Root buffer cell: sky130_fd_sc_hd__clkbuf_16
Number of global-route vias before repair: 44250
Worst reg2reg path endpoint: registerBank[7][25]$_DFFE_PP0P_
Instance count of the mapped netlist: 4395
Endpoint kind of the worst setup timing path: output port
Combined area of all synthesized cells: 51350 um^2
DRC viols: 0
P_leak: 25.54 nW
Critical path type: input pin to output port
Total iterations of the first detailed-routing run: 13
Overall power consumption: 9.381 mW
Post-Route WL: 283500 um
Post-CTS setup-driven buffer insertion count: 0
Dominant cell by count in the synthesized netlist: sky130_fd_sc_hd__mux2_2
Share of async-settable or async-resettable flops after synthesis: 100.0%
Power Dens Cells: 157.0 nW/um^2
Count of flip-flops with a built-in enable after synthesis: 0
Net switching power figure: 2.756 mW
R2r worst-path depth: 1
DRT iter0 DRCs: 6035
Post-synth seq share: 49.90%
Relative contribution of sequential cells to total power: 48.5%
Standard cell area after detailed placement: 55880 um^2
Maximum net fanout on the critical path: 40
H-Tree Level Count: 3
First-pass GRT wire length: 382600 um
Hold Fails Final Rpt: 0
Max-slew violation count: 0
Total gr overflow: 0
Worst reg2reg setup slack: 11.79 ns
Final Setup Violations: 0
IO Count: 114
Post-Route Setup TNS: 0 ns
Post-detailed-route via-to-cell ratio: 6.746
Arr. time, crit path: 7.85 ns
Combinational share of power: 14.7%
Share of post-route cells with drive strength above 1: 34.59%
Maximum VDD drop: 0.1064 mV
Switching Fraction: 29.38%
Cell count in the Yosys report: 4395
Std-Cell Rows: 151
Drt wl/cell: 41.96 um
Buffers on Ports: 113
Post-synth top area cell: sky130_fd_sc_hd__dfrtp_1
Endpoint of the most critical setup path: readData2[13]
Share of the clock period used by the worst path after layout: 81.77%
Top-area cell share: 49.90%
Fin util: 35.22%
Headroom to the max-slew limit: 8.476%
Data required, critical path: 10.16 ns
Final-layout fill cell count: 16430
DIE HEIGHT: 415.7 um
Clock-pin slew of the registers on the worst-case setup and hold paths: 0.06 ns
Number of antenna violations at the first check in global routing: 15
Flop and latch count out of synthesis: 1024
Post-synthesis cell type count: 63
Fp_density: 30.27%
Path class of the lowest-slack min-delay path: flip-flop to flip-flop
Skew final: 0 ns
Stage-log warning count: 35
Max Clk Rate: 96.29 MHz
Largest net degree at the start of global routing: 123
Max FFs per register: 1024
Signed area change from the synthesized netlist to the final layout: 16.35%
CTS buffer count: 109
Synthesis area per yosys: 51350 um^2
Die X-Extent: 415.7 um
Hold buffers post-CTS: 0
Design internal power: 6.624 mW
Count of max-cap constraint violations: 0
Post-route minimum period: 10.39 ns
Quantity of gates resized following cts: 0
Cells taking the most area after synthesis: sky130_fd_sc_hd__dfrtp_1 (50%), sky130_fd_sc_hd__mux2_2 (23%), sky130_fd_sc_hd__a22oi_1 (11%)
Cell area after layout: 59750 um^2
Number of sinks driven by the clock tree: 1024
Number of warning messages in the yosys log: 2
Startpoint of the worst register-to-register path: registerBank[7][25]$_DFFE_PP0P_
Clock latency at the later pin of the worst-skew pair: 0.75 ns
Floorplan Core Area: 169700 um^2
Worst Max-Slew Pin Slew: 1.373 ns
CTS tree: done
Largest reg by FF count: registerBank
Routability congestion estimate: 1.058
## power groups by stage
stage	Combinational [mW]	Sequential, mW	Clock (mW)
4_1_cts	1.36	4.51	3.46
5_1_grt	1.46	4.60	3.59
6_report	1.38	4.55	3.45
## worst min path at each step
stage / slack, ns / start / endpoint / cells after the start
CTS: 0.52 / registerBank[24][26]$_DFFE_PP0P_ / registerBank[24][26]$_DFFE_PP0P_ / 1
global route: 0.54 / registerBank[24][26]$_DFFE_PP0P_ / registerBank[24][26]$_DFFE_PP0P_ / 1
finish: 0.52 / registerBank[24][26]$_DFFE_PP0P_ / registerBank[24][26]$_DFFE_PP0P_ / 1
## per-stage QoR
stage	hold slack, ns	setup WS, ns	std cells
3_5_place_dp	0.5111	2.767	6533
3_3_place_gp	0.5003	2.807	6533
4_1_cts	0.5250	2.763	6736
6_report	0.5225	2.315	6756
5_1_grt	0.5430	2.529	6738
2_1_floorplan	0.4874	-3.954	4395
## metal layers
layer | global-route usage [%] | part of all wire [%]
met4 | 22.87 | 9.3
met3 | 19.69 | 16
met2 | 45.24 | 40
met5 | 1.195 | 0.11
met1 | 39.39 | 34
## final cells by class
| type | instances | area, um^2 | share of cell area, % |
|---|---|---|---|
| Antenna cell | 20 | 50.05 | 0.08377 |
| Clock buffer | 158 | 3224 | 5.397 |
| Clock inverter | 45 | 593.1 | 0.9926 |
| Inverter | 7 | 30.03 | 0.05026 |
| Multi-Input combinational cell | 2934 | 24540 | 41.08 |
| Sequential cell | 1024 | 25620 | 42.89 |
| Tap cell | 2218 | 2775 | 4.645 |
| Timing Repair Buffer | 350 | 2908 | 4.867 |
## layout by cell type (no fill, tap or decap), types with 13 or more instances in the layout
cell / netlist / routed
sky130_fd_sc_hd__a222oi_1: 14 / 14
sky130_fd_sc_hd__nor4_1: 36 / 36
sky130_fd_sc_hd__nand3_1: 54 / 50
sky130_fd_sc_hd__a221oi_1: 30 / 30
sky130_fd_sc_hd__a22o_1: 43 / 43
sky130_fd_sc_hd__a32oi_1: 24 / 24
sky130_fd_sc_hd__buf_4: 5 / 236
sky130_fd_sc_hd__nor2_4: 0 / 73
sky130_fd_sc_hd__clkdlybuf4s50_1: 0 / 107
sky130_fd_sc_hd__o32a_1: 15 / 15
sky130_fd_sc_hd__nand2_2: 0 / 13
sky130_fd_sc_hd__a21oi_1: 84 / 84
sky130_fd_sc_hd__o21ai_0: 25 / 25
sky130_fd_sc_hd__clkbuf_1: 262 / 20
sky130_fd_sc_hd__dfrtp_1: 1024 / 1024
sky130_fd_sc_hd__diode_2: 0 / 20
sky130_fd_sc_hd__mux2_2: 1031 / 1031
sky130_fd_sc_hd__a22oi_1: 756 / 756
sky130_fd_sc_hd__nand2_1: 240 / 227
sky130_fd_sc_hd__nand4_1: 90 / 90
sky130_fd_sc_hd__nor3_1: 73 / 72
sky130_fd_sc_hd__clkbuf_8: 0 / 27
sky130_fd_sc_hd__nand2b_1: 15 / 14
sky130_fd_sc_hd__clkbuf_16: 0 / 111
sky130_fd_sc_hd__nor2b_1: 19 / 19
sky130_fd_sc_hd__a31oi_1: 24 / 24
sky130_fd_sc_hd__bufinv_16: 0 / 13
sky130_fd_sc_hd__nor2_1: 170 / 101
sky130_fd_sc_hd__mux2i_1: 47 / 47
sky130_fd_sc_hd__clkinv_2: 0 / 19
## worst max-delay path, stage by stage
cell	delay [ns]
sky130_fd_sc_hd__buf_2	0.42
sky130_fd_sc_hd__buf_4	0.64
sky130_fd_sc_hd__nand3b_1	0.95
sky130_fd_sc_hd__nor2_4	1.09
sky130_fd_sc_hd__buf_4	0.57
sky130_fd_sc_hd__a22oi_1	0.19
sky130_fd_sc_hd__nand4_1	0.12
sky130_fd_sc_hd__a2111oi_0	0.07
sky130_fd_sc_hd__a21oi_1	0.57
sky130_fd_sc_hd__clkdlybuf4s50_1	0.60
## cells by family after synthesis
family,count (synthesis),share of synthesized area (%)
muxes,1084,23.68
AOI/OAI and AO/OA,1074,15.62
DFF,1024,49.90
and+or+nand+nor,776,7.312
buffers and inverters,437,3.492
Power figures rest on the tool's default switching activity, not on a simulated workload.
