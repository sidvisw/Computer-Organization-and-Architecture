## ./config.mk

```make
export PLATFORM = sky130hd
export DESIGN_NAME = ALU
export DESIGN_NICKNAME = ALU
export VERILOG_FILES = /design/flow/design.v
export SDC_FILE = /design/flow/constraint.sdc
export NUM_CORES = 4
export LEC_CHECK = 1
export CORE_UTILIZATION = 40
```

## ./constraint.sdc

```tcl
current_design ALU

set clk_period 22.9
set clk_io_pct 0.2

create_clock -name clk0 -period $clk_period

set non_clock_inputs [all_inputs -no_clocks]
set_input_delay [expr $clk_period * $clk_io_pct] -clock clk0 $non_clock_inputs
set_output_delay [expr $clk_period * $clk_io_pct] -clock clk0 [all_outputs]
```

## ./design.v

```verilog
`timescale 1ns / 1ps
module ALU(A, B, ALUcode, shamt, result, fzero, fsign, fcarry, fequal);
    input [31:0] A, B;
    input [3:0] ALUcode;
    input [4:0] shamt;
    output reg [31:0] result;
    output fzero, fsign, fcarry, fequal;
    wire [31:0] A_result, adder_result, and_result, xor_result, shifter_result, diff_result;
    wire [31:0] select_A, select_B;
    wire [4:0] shift_amount, diff_out_net;
    assign select_B = ALUcode[2] ? ~B : B;
    assign select_A = ALUcode[2] ? 32'd1 : A;
    assign shift_amount = ALUcode[2] ? shamt : B[4:0];
    assign A_result  = A;
    adder adder_1(.A(select_A), .B(select_B), .cin(1'b0), .S(adder_result), .carry(fcarry));
    assign and_result = A & B;
    assign xor_result = A ^ B;
    shifter shifter_1(.A(A), .shamt(shift_amount), .drxn(ALUcode[1]), .type(ALUcode[0]), .out(shifter_result));
    diff diff_1(.A(A), .B(B), .out(diff_out_net), .eq(fequal));
	 assign diff_result = {{27{1'b0}}, diff_out_net};
    always @(*) begin
        if (ALUcode[3])
            result = shifter_result;
        else if (ALUcode == 4'b0010)
            result = and_result;
        else if (ALUcode == 4'b0011)
            result = xor_result;
        else if (ALUcode == 4'b0001)
            result = adder_result;
        else if (ALUcode == 4'b0101)
            result = adder_result;
        else if (ALUcode == 4'b0100)
            result = diff_result;
        else
            result = A_result;
    end
    assign fzero = result == 32'd0;
    assign fsign = result[31];
endmodule
`timescale 1ns / 1ps
module CLA_16bit(A, B, cin, S, P, G);
	input [15:0] A, B;	 
	input cin;			    
	output [15:0] S;	    
	output P, G;	 
	wire [3:0] p, g, c;	 
	CLA_4bit cla_4bit_0(.A(A[3:0]), .B(B[3:0]), .cin(cin), .S(S[3:0]), .P(p[0]), .G(g[0]));
	CLA_4bit cla_4bit_1(.A(A[7:4]), .B(B[7:4]), .cin(c[0]), .S(S[7:4]), .P(p[1]), .G(g[1]));
	CLA_4bit cla_4bit_2(.A(A[11:8]), .B(B[11:8]), .cin(c[1]), .S(S[11:8]), .P(p[2]), .G(g[2]));
	CLA_4bit cla_4bit_3(.A(A[15:12]), .B(B[15:12]), .cin(c[2]), .S(S[15:12]), .P(p[3]), .G(g[3]));
	Lookahead_Carry_Unit lca(.G(g), .P(p), .cin(cin), .cout(c), .pout(P), .gout(G));
endmodule
`timescale 1ns / 1ps
module CLA_4bit(A, B, cin, S, P, G);
	input [3:0] A, B;	     
	input cin;		        
	output [3:0] S;	     
	output P, G;	        
	wire[3:0] g,p,c;	     
	assign g = A & B;
	assign p = A ^ B;
	assign c[0] = cin;
	assign c[1] = g[0] | (p[0] & cin);
	assign c[2] = g[1] | (p[1] & g[0]) | (p[1] & p[0] & cin);
	assign c[3] = g[2] | (p[2] & g[1]) | (p[2] & p[1] & g[0]) | (p[2] & p[1] & p[0] & cin);
	assign P = p[3] & p[2] & p[1] & p[0];
	assign G = g[3] | (p[3] & g[2]) | (p[3] & p[2] & g[1]) | (p[3] & p[2] & p[1] & g[0]);
	assign S = p ^ c;
endmodule
`timescale 1ns / 1ps
module Lookahead_Carry_Unit(G, P, cin, cout, pout, gout);
	input [3:0] G, P;				       
	input cin;					          
	output [3:0] cout;
	output pout, gout;	 
	assign cout[0] = G[0] | (P[0] & cin);
	assign cout[1] = G[1] | (P[1] & G[0]) | (P[1] & P[0] & cin);
	assign cout[2] = G[2] | (P[2] & G[1]) | (P[2] & P[1] & G[0]) | (P[2] & P[1] & P[0] & cin);
	assign cout[3] = G[3] | (P[3] & G[2]) | (P[3] & P[2] & G[1]) | (P[3] & P[2] & P[1] & G[0]) | (P[3] & P[2] & P[1] & P[0] & cin);
	assign pout = P[3] & P[2] & P[1] & P[0];
	assign gout = G[3] | (P[3] & G[2]) | (P[3] & P[2] & G[1]) | (P[3] & P[2] & P[1] & G[0]);
endmodule
`timescale 1ns / 1ps
module adder(A, B, cin, S, carry);
    input [31:0] A, B;   
	 input cin;           
    output [31:0] S;     
    output carry;        
	 wire cout, P, G, p, g;
    CLA_16bit cla_16bit_1(.A(A[15:0]), .B(B[15:0]), .cin(cin), .S(S[15:0]), .P(P), .G(G));
	 CLA_16bit cla_16bit_2(.A(A[31:16]), .B(B[31:16]), .cin(cout), .S(S[31:16]), .P(p), .G(g));
	 assign cout = G | (P & cin);
	 assign carry = g | (p & cout);
endmodule
`timescale 1ns / 1ps
module diff(A, B, out, eq);
    input [31:0] A, B;
    output signed [4:0] out;
	 output reg eq;
    wire [31:0] Xor1, Xor2, N, in;
    adder Add(.A(Xor1), .B(32'b11111111111111111111111111111111), .cin(1'b0), .S(Xor2), .carry());
    encoder_32x5 encoder(.in(in), .out(out));
    assign Xor1 = A ^ B;
    assign N = Xor1 ^ Xor2;
    assign in = N & Xor1;
	 always @(*) begin
        if (A == B)
            eq = 1;
        else
            eq = 0;
    end
endmodule
`timescale 1ns / 1ps
module encoder_32x5(in, out);
    input [31:0] in;
    output reg [4:0] out;
    always @(*) begin
        case (in)
            32'b00000000000000000000000000000001: out = 5'b00000;
            32'b00000000000000000000000000000010: out = 5'b00001;
            32'b00000000000000000000000000000100: out = 5'b00010;
            32'b00000000000000000000000000001000: out = 5'b00011;
            32'b00000000000000000000000000010000: out = 5'b00100;
            32'b00000000000000000000000000100000: out = 5'b00101;
            32'b00000000000000000000000001000000: out = 5'b00110;
            32'b00000000000000000000000010000000: out = 5'b00111;
            32'b00000000000000000000000100000000: out = 5'b01000;
            32'b00000000000000000000001000000000: out = 5'b01001;
            32'b00000000000000000000010000000000: out = 5'b01010;
            32'b00000000000000000000100000000000: out = 5'b01011;
            32'b00000000000000000001000000000000: out = 5'b01100;
            32'b00000000000000000010000000000000: out = 5'b01101;
            32'b00000000000000000100000000000000: out = 5'b01110;
            32'b00000000000000001000000000000000: out = 5'b01111;
            32'b00000000000000010000000000000000: out = 5'b10000;
            32'b00000000000000100000000000000000: out = 5'b10001;
            32'b00000000000001000000000000000000: out = 5'b10010;
            32'b00000000000010000000000000000000: out = 5'b10011;
            32'b00000000000100000000000000000000: out = 5'b10100;
            32'b00000000001000000000000000000000: out = 5'b10101;
            32'b00000000010000000000000000000000: out = 5'b10110;
            32'b00000000100000000000000000000000: out = 5'b10111;
            32'b00000001000000000000000000000000: out = 5'b11000;
            32'b00000010000000000000000000000000: out = 5'b11001;
            32'b00000100000000000000000000000000: out = 5'b11010;
            32'b00001000000000000000000000000000: out = 5'b11011;
            32'b00010000000000000000000000000000: out = 5'b11100;
            32'b00100000000000000000000000000000: out = 5'b11101;
            32'b01000000000000000000000000000000: out = 5'b11110;
            32'b10000000000000000000000000000000: out = 5'b11111;
            default: out = 5'b11111;
        endcase
    end
endmodule
`timescale 1ns / 1ps
module shifter(A, shamt, drxn, type, out);
	 input signed [31:0] A;          
    input [4:0] shamt;       
    input drxn;              
    input type;              
    output reg [31:0] out;
    always @(*) begin
        if (type) begin
            if (!drxn) begin
                out = A;
            end
            else begin
                out = A >>> shamt;   
            end
        end
        else begin
            if (!drxn) begin
                out = A << shamt;    
            end
            else begin
                out = A >> shamt;    
            end
        end
    end
endmodule
```

## ./run.sh

```bash
#!/bin/bash
# OpenROAD 26Q1-2900-gdf79404cd8, Yosys 0.63+post, stock flow scripts
make -C /OpenROAD-flow-scripts/flow DESIGN_CONFIG=/design/flow/config.mk WORK_HOME=/design/flow/orfs finish
```

==> impl_metrics.py <==
# Generated from Yosys and OpenROAD reports
metrics = {
    "die": {
        "initial_utilization": 0.407,
        "rows": 53,
        "die_x_um": 148,
        "core-area_sq_um": 21000,
        "die_h_um": 148,
        "dieArea_sq_um": 22000,
        "ios": 109,
    },
    "logic_synthesis": {
        "yosysTopAreaCell": "mux4_2",
        "syn_area_sq_um": 8560,
        "synth_cells": 1154,
        "syn-mean-instance-area_sq_um": 7.42,
        "yosysWarnings": 4,
        "ys_area_sq_um": 8560,
        "ys_seq_share": 0,
        "top_cell_area_share": 0.145,
        "synthTopCellsByArea": "mux4_2 14%, ha_1 9.4%, mux2i_1 8.1%",
        "ys_types": 77,
        "ys_cells": 1154,
    },
    "clocking": {
        "holdBufCountCts": 0,
        "post_cts_buffers": 0,
        "post_cts_resized": 0,
    },
    "final_timing": {
        "setup_viol": 0,
        "fin_tns_setup_ns": 0,
        "rsz0062_at_grt": "no",
        "hold_viol_final": 0,
        "fin_crit_ns": 15.43,
        "fmax_mhz": 64.8,
        "slew_viol_final": 0,
        "tightest_slew_ns": 0.854,
        "holdWs_ns": 10.08,
        "max_slew_margin": 0.429,
        "finalCritPeriodShare": 0.674,
    },
    "finish": {
        "lay_top_count": "nand2_1",
        "seq_area_sq_um": 0,
        "drive_gt1_frac": 0.105,
        "final_cell_mix": "116 x nand2_1, 107 x clkdlybuf4s50_1, 83 x nor2_1",
        "clock_buffers": 0,
        "ff_count": 0,
        "syn2layout_area_growth_pct": 14.4,
        "design_area_sq_um": 9790,
    },
    "critical_path": {
        "arrival_ns": 10.85,
        "startpoint": "A[9]",
        "crit_fanout": 13,
        "critical_path_class": "primary input to output port",
        "critPathLaunchType": "primary input",
        "cp.required_ns": 18.32,
        "critPathCaptureType": "output port",
    },
    "routing": {
        "wire_per_inst_um": 29.3,
        "post-route-drc-count": 0,
        "drt-initial-drc-count": 1114,
        "postRouteAntennaNets": 0,
        "via_per_inst": 6.96,
        "firstDrtPassIters": 8,
        "vias": 10100,
        "wirelength_um": 42600,
    },
    "placement": {
        "dpl.hpwl_um": 31700,
        "portBuffers": 109,
        "gp_congestion": 1.04,
        "placed_area_sq_um": 9790,
    },
    "global_route": {
        "grt_pass1_vias": 9697,
        "grt_use_total": 0.401,
        "grt_overflow_total": 0,
        "antenna_found_initial": 1,
        "grt_pass1_wl_um": 63200,
        "grt_start_max_net_pins": 58,
    },
    "outcome": {
        "status": "complete, no violations",
    },
    "power_and_ir_drop": {
        "switchingPower_mw": 0.176,
        "ir_drop_mv": 0.0144,
        "power.leakage_nw": 3.79,
        "p_per_area_nw_per_um2": 30.6,
        "internal_power_mw": 0.123,
        "sw_frac_of_total": 0.589,
    },
    "job": {
        "maxCapViolCount": 0,
        "warning_count": 32,
    },
    "worst_hold_path": {
        "whs_path_depth": 3,
        "min_from": "ALUcode[3]",
        "holdPathEnd": "result[28]",
        "hp-class": "primary input to output port",
    },
}
[routing by layer]
metal / vias up / routed length, um / global-route usage
met4: 2 / 2280 / 0.176
met3: 123 / 4340 / 0.110
met1: 4839 / 16600 / 0.533
li1: 4527 / - / -
met2: 602 / 19300 / 0.615
met5: - / 50 / 0.0227
[worst max-delay path, stage by stage]
cell and delay (ns):
clkdlybuf4s50_1 0.78, nor2b_1 0.31, ha_1 0.35, nand3_1 0.13
o211ai_1 0.25, nor2b_1 0.47, or2_2 0.19, a31oi_1 0.16
fa_1 0.47, xnor2_1 0.13, nor2_1 0.12, a2111oi_0 0.09
a311oi_1 0.68, a31oi_1 0.12, nor4_1 0.62, nand3_1 0.26
nor4b_2 0.27, nand4b_1 0.18, nor4_2 0.17, clkdlybuf4s50_1 0.49
[kinds of logic (layout without fill, tap and decap cells)]
| group | Yosys count | after routing | share of synthesized area |
|---|---|---|---|
| compound gates | 375 | 375 | 0.303 |
| simple gates | 362 | 362 | 0.207 |
| buf+inv | 160 | 181 | 0.0791 |
| mux | 138 | 138 | 0.251 |
| fa+ha+maj | 72 | 72 | 0.112 |
| xor+xnor | 47 | 47 | 0.0481 |
| other cells | 0 | 1 | 0 |
[cell type report]
type                            instances  area, sq um
Multi-Input combinational cell        994         7950
Timing Repair Buffer                  146         1360
Antenna cell                            1         2.50
Fill cell                            2122        11200
Inverter                               35          131
Tap cell                              275          344
[how the worst max path moves through the flow]
| stage | slack [ns] | depth (start not counted) | end |
|---|---|---|---|
| finish | 7.47 | 20 | fzero |
| global route | 7.01 | 24 | fzero |
| CTS | 7.50 | 25 | fzero |
[cells in the mapped netlist (6+ instances only)]
cell type,instances
o21ai_0,54
mux2_2,7
o21a_1,6
xor2_1,38
and2_1,8
mux2i_1,69
buf_2,22
nor4_1,9
clkbuf_1,84
nand2b_1,17
a31oi_1,23
a221oi_1,25
nand2_1,116
a211oi_1,33
inv_1,35
a22oi_1,11
xnor2_1,9
o211ai_1,17
nand3_1,24
a21o_1,14
nor2b_1,32
a221o_1,8
fa_1,8
nor2_1,83
a2111oi_0,7
mux4_2,55
a21oi_1,72
a311oi_1,7
nor3_1,28
o22ai_1,25
o221ai_1,9
or3_1,8
ha_1,64
buf_1,9
buf_4,7
[through the flow]
stage                     std cells  power (mW)   util  setup slack [ns]
after floorplan                1154       0.183      -              8.15
after global placement         1450       0.294  0.466              7.61
after detailed placement       1450       0.291  0.466              7.52
after CTS                      1450       0.293  0.466              7.50
after global routing           1450       0.320  0.466              7.01
final                          1451       0.299  0.466              7.47
[power by group through the flow]
stage | clock, mW | combinational, mW | sequential (mW)
CTS | 0 | 0.293 | 0
global route | 0 | 0.320 | 0
No activity file was given, so power comes from the tool's default toggle rates.
